$ cat flow/design.v
module ALU_Input_Mux(
    input [31:0] read1,read2, immediate,
    input alu_src,
    output reg [31:0] alu_input1,alu_input2
);
always @(*) begin
        alu_input1 = read1;
        if (alu_src) begin
            alu_input2 = immediate;
        end 
        else begin
            alu_input2 = read2;
        end
    end
endmodule
$ cat flow/run.sh
#!/bin/bash
# OpenROAD 26Q1-2900-gdf79404cd8, Yosys 0.63+post, stock flow scripts
make -C /OpenROAD-flow-scripts/flow DESIGN_CONFIG=/design/flow/config.mk WORK_HOME=/design/flow/orfs finish
$ cat flow/config.mk
export PLATFORM = sky130hd
export DESIGN_NAME = ALU_Input_Mux
export DESIGN_NICKNAME = ALU_Input_Mux
export VERILOG_FILES = /design/flow/design.v
export SDC_FILE = /design/flow/constraint.sdc
export NUM_CORES = 4
export LEC_CHECK = 1
export CORE_AREA = 10 10 71 71
export DIE_AREA = 0 0 81 81
$ cat flow/constraint.sdc
current_design ALU_Input_Mux

set clk_period 1.0
set clk_io_pct 0.2

create_clock -name clk0 -period $clk_period

set non_clock_inputs [all_inputs -no_clocks]
set_input_delay [expr $clk_period * $clk_io_pct] -clock clk0 $non_clock_inputs
set_output_delay [expr $clk_period * $clk_io_pct] -clock clk0 [all_outputs]
==> impl_metrics.ini <==
; physical design summary
[drt]
drt-total-wl_um = 3390
wl_per_cell_um = 18.2
detailedRoute.firstIterationViolations = 4
viasPerCell = 3.89
detail-route-antenna-nets = 0
route.vias.total = 724
n_antenna_cell = 0
number_of_detailed_route_iterations_in_the_first_pass = 2
remaining_drcs = 0

[global_routing]
first_global_vias = 804
global_route_wire_length_before_repair_um = 4610
grt_antenna_before_repair = 0
grt_use_total_pct = 8.95
grt_overflow = 0
pin_count_of_the_biggest_net_entering_global_routing = 11

[power]
power.density_cell_area_nw_per_um2 = 404
power_leakage_nw = 0.900
total_power_uw = 664
irDropWorstVdd_v = 0.000181

[worst_setup_path]
worst_setup_path_start_kind = primary input
cp_max_fo = 5
cp.arrival_ns = 0.99
cp.required_ns = 0.80
cpPeakStageDelay_ns = 0.29
cpMaxStageDelayCell = mux2_4
critical_path_cell_sequence = buf_12 > buf_12 > buf_16 > mux2_4 > buf_6
type_of_element_capturing_the_critical_path = primary output
critPathTopFamily = buffers and inverters
critical_path.startpoint = alu_src
worstSetupPathType = in -> out
crit_top_cell = buf_12
timing.critical_path.buf_inv = 4

[placed_design]
dpl-instance-area_um2 = 1530
dpl_worst_slack_ns = -0.509
io_buffer_count = 97
place_congestion = 0.784

[hold_path]
hold-path-cell-count = 0
timing.hold.worst_endpoint = alu_input1[0]
hold_path.startpoint = read1[0]
hold_class = in -> out

[job]
drv_cap = 0
warning_count = 34

[final_layout]
flop-count = 0
drive_gt1_share_pct = 53.6
fillerInstances = 347
area_growth_pct = 110
final_cell_area_um2 = 1640
flop_area_um2 = 0
most-common-layout-cells = dlygate4sd2_1, mux2_4, buf_6, clkdlybuf4s50_1, buf_2
mostFrequentLayoutCell = dlygate4sd2_1
clockBufferCount = 0

[synthesis]
ys.warnings.count = 1
syn-mean-instance-area_um2 = 11.5
syn_inst = 68
synthDistinctLibCells = 5
seq_area_frac_synth_pct = 0
synth-cells-yosys = 68
yosys.stat.chipArea_um2 = 785
post_synth_instance_area_um2 = 785

[timing]
timing.final.ws_setup_ns = -0.185
timing_hold_violations_final = 0
timing_worst_slew_pin_value_ns = 0.0894
finalHoldWorstSlack_ns = 0.400
finalMaxSlewViolations = 0
rsz_0062_raised_after_global_routing = true
min_period_ns = 1.19
fmaxAchievable_mhz = 844
fin_tns_setup_ns = -3.88
relSlewSlack_pct = 94.0
finalSetupViolations = 32
layout_worst_path_cycle_share_pct = 119

[die]
die_width_um = 81
row_count = 22
chip_area_um2 = 6560
ioPinCount = 161
floorplan.core_util_pct = 21.6
dieHeight_um = 81
design.core.area_um2 = 3630

[clock_tree]
postCtsHoldBufs = 0

[status]
status = finished, violations left
failing_checks = setup timing
[metrics by stage]
stage                     util (%)  cells
after floorplan                  -     68
after global placement        42.0    179
after detailed placement      42.0    179
after CTS                     41.8    186
after global routing          45.2    186
final                         45.2    186
[report_power, final]
part | switching, mW | total, mW | internal (mW)
registers | 0 | 0 | 0
clock network | 0 | 0 | 0
logic | 0.144 | 0.664 | 0.520
total | 0.144 | 0.664 | 0.520
[cell families after synthesis]
kind of cell	Yosys count	share of synthesized area (%)
mux	32	60.3
buf+inv	36	39.7
[cell usage after synthesis]
cell / count / area (um^2)
buf_4: 32 / 240
mux2_4: 30 / 450
buf_12: 3 / 60.1
mux2_2: 2 / 22.5
buf_6: 1 / 11.3
[per-layer routing]
| metal | track usage (%) | routed length (um) | vias up |
|---|---|---|---|
| met5 | 0 | 0 | - |
| met4 | 1.04 | 9 | 0 |
| met3 | 5.23 | 421 | 4 |
| met2 | 17.4 | 1920 | 55 |
| met1 | 7.98 | 1030 | 323 |
| li1 | - | - | 342 |
[area by class of cell]
class	count	area (um^2)	share of cell area, %
tap	48	60.1	3.65
timing repair buffer	106	1100	67.1
multi-input combinational	32	480	29.2
[worst max-delay path by stage]
stage,end,cells after the start,slack (ns)
finish,alu_input2[2],5,-0.19
global route,alu_input2[22],5,-0.20
CTS,alu_input2[22],5,-0.19
[what timing repair did]
item	in CTS	in global routing
hold endpoints to repair	0	0
gates cloned	2	0
pin swaps	0	0
resized	153	25
setup endpoints to repair	32	32
buffers inserted	5	0
